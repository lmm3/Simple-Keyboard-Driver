$ cat ./config.mk
export PLATFORM = sky130hd
export DESIGN_NAME = ula
export DESIGN_NICKNAME = ula
export VERILOG_FILES = /design/flow/design.v
export SDC_FILE = /design/flow/constraint.sdc
export NUM_CORES = 4
export LEC_CHECK = 1
export CORE_AREA = 10 10 81 81
export DIE_AREA = 0 0 91 91
$ cat ./constraint.sdc
current_design ula

set clk_period 5.5
set clk_io_pct 0.2

create_clock -name clk0 -period $clk_period

set non_clock_inputs [all_inputs -no_clocks]
set_input_delay [expr $clk_period * $clk_io_pct] -clock clk0 $non_clock_inputs
set_output_delay [expr $clk_period * $clk_io_pct] -clock clk0 [all_outputs]
$ cat ./design.v
module ula(data_x, data_y, tula, data_ula, overflow);
		input signed [7:0] data_x, data_y;
		input tula;
		output reg signed [7:0] data_ula;
		output reg overflow;
		integer a, b;
		always @ (*)
		begin		
			a <= data_x;
			b <= data_y;
			if(tula)
				begin
				data_ula <= data_y - data_x;
				if((a-b) < -128 || (a-b) > 127)
				begin
					overflow <= 1'b1;
					end
				else
					begin
					overflow <= 1'b0;
					end
				end
			else 
				begin
				data_ula <= data_y + data_x;
				if((a+b) < -128 || (a+b) > 127)
					begin
					overflow <= 1'b1;
					end
				else
					begin
					overflow <= 1'b0;
					end
				end
		end
endmodule
$ cat ./run.sh
#!/bin/bash
# OpenROAD 26Q1-2900-gdf79404cd8, Yosys 0.63+post, stock flow scripts
make -C /OpenROAD-flow-scripts/flow DESIGN_CONFIG=/design/flow/config.mk WORK_HOME=/design/flow/orfs finish
==> ci_impl_report.md <==
## PnR job results

| Metric | Value |
|---|---|
| I/O pin cnt | `26` |
| Number of remaining DRC errors | `0` |
| Final GP Congestion | `between 0.7 and 0.8` |
| Mapped cell area | `906 um2` |
| Slew headroom | `0.740` |
| Register cell area after layout | `0 um2` |
| Pint | `approximately 86 uW` |
| Req. time, crit path | `4.40 ns` |
| Tot Pwr | `145 uW` |
| Mean Syn Cell Area | `around 7.7 um2` |
| Max cap viols | `0` |
| CTS Hold Bufs | `0` |
| Top cells by count | `ha_1, inv_1, xnor2_1, nor2_1, a21oi_1` |
| Kind of critical path | `input pin to output pin` |
| Layout clock buffer count | `0` |
| Chip width | `91 um` |
| Startpoint Class | `input pin` |
| Post-synthesis instance total | `about 120` |
| Avg WL per Cell | `approximately 10 um` |
| Crit path DAT | `3.91 ns` |
| Fillers | `546` |
| Yosys Warn Count | `1` |
| # Cells Yosys | `about 120` |
| Inserted Diodes | `0` |
| Initial antenna violation count | `0` |
| Switching Share | `0.406` |
| Worst VDD drop | `0.0532 mV` |
| First-pass GRT wire length | `3740 um` |
| Synth area leader | `ha_1` |
| Core Util at FP | `0.188` |
| Wl on met1 | `between 1000 and 1500 um` |
| Cell Type Count | `29` |
| Area leader share | `0.331` |
| Pwr dens | `116 nW/um2` |
| Final setup fails | `0` |
| Setup Fix Bufs, Post-CTS | `0` |
| Stage-log warning count | `43` |
| Met2 WL post-DR | `1040 um` |
| Comb power frac | `1.000` |
| Clock power share | `0` |
| Maximum fanout along the worst path | `6` |
| First-pass iteration count of the detailed router | `4` |
| Flop Count | `0` |
| GRT Util Overall | `0.0524` |
| Core ar. | `4820 um2` |
| Total wire length | `2180 um` |
| Post_cts resized | `0` |
| Seq/Total Area, Yosys | `0` |
| Via/cell ratio | `3.76` |
| Core Util, Final | `0.259` |
| Number of global-route vias before repair | `819` |
| Pins Over Slew Limit | `0` |
| DR iter-0 viols | `32` |
| Remaining Overflow, GRT | `0` |
| Min Clock Period, post-route | `around 5 ns` |
| Proportion of layout cells with a drive suffix above 1 | `0.0423` |
| Number of I/O port buffers | `26` |
| Post-route ant nets | `0` |
| Setup TNS | `0 ns` |
| Top sig layer | `met3` |
| Worst-Margin Slew | `0.388 ns` |
| Final Hold Fails | `0` |
| Synth top area cells | `ha_1, xnor2_1, inv_1` |
| Critical path capture point type | `output pin` |
| Crit share post-route | `0.911` |
| Outcome | `finished clean` |
| Yosys stat area | `906 um2` |
| Worst hold path class | `input pin to output pin` |
| Rows | `25` |
| Fmax | `0.199 GHz` |
| Die ar. | `8280 um2` |
| Synth-to-layout area growth | `37.6%` |
| DP Wirelength | `1970 um` |
| Yosys top cell by instances | `ha_1` |
| Worst Hold Depth | `4` |
| Switching Power | `58.9 uW` |
| Met3 Wirelength | `106 um` |
| Die span in y | `between 90 and 100 um` |
| Pin count of the biggest net entering global routing | `9` |
| Vias | `roughly 800` |
| RSZ-0062 raised after global routing | `no` |
| Leakage | `~0.00055 uW` |
| Part of the power in registers | `0` |
kinds of logic after synthesis:
group | share of synthesized area
adder cells (fa/ha/maj) | 0.398
AND-OR/OR-AND | 0.206
AND/OR/NAND/NOR | 0.138
buffers and inverters | 0.0912
XOR/XNOR | 0.145
multiplexers | 0.0221
cells in the final DEF, fill, tap and decap left out, types with 2 or more instances in the layout:
cell and n:
ha_1 24, nor3_1 5, o211ai_1 2, nor2_1 9, inv_1 21, fa_1 3
a31oi_1 3, nand2b_1 2, clkdlybuf4s50_1 26, nor2b_1 4, a21oi_2 3, a21oi_1 8
xnor2_1 13, mux2i_1 2, xor2_1 2, o21bai_1 2
path summary, 6_finish.rpt:
path                  start     endpoint  slack (ns)
setup / recovery  data_x[1]  data_ula[7]        0.49
hold / removal    data_y[0]  data_ula[0]        3.27
worst max-delay path, cell delays in order:
cell and delay, ns:
clkdlybuf4s50_1 0.61, inv_1 0.12, ha_1 0.28, mux2i_1 0.23, ha_1 0.28, nor2b_1 0.13
o21ai_1 0.14, a21oi_1 0.12, o41ai_2 0.24, xnor2_1 0.16, clkdlybuf4s50_1 0.50
per-layer routing:
layer  vias up  global-route usage
met2        11              0.0913
met5         -                   0
met4         0                   0
met1       332              0.0692
li1        443                   -
met3         0              0.0108
through the flow:
stage	setup WS, ns	instance area [um2]	hold WS (ns)	std cells
2_1_floorplan	1.79	906	2.31	117
3_3_place_gp	0.487	1250	3.29	209
3_5_place_dp	0.465	1250	3.29	209
4_1_cts	0.463	1250	3.29	209
5_1_grt	0.271	1250	3.30	209
6_report	0.487	1250	3.27	209
area by class of cell:
type | count | area (um2) | share of cell area
multi-input cells | 95 | 823 | 0.661
repair buffers | 26 | 260 | 0.209
well taps | 67 | 83.8 | 0.0673
inverters | 21 | 78.8 | 0.0633
power by group through the flow:
stage	Sequential, uW	Clock, uW	Combinational, uW
5_1_grt	0	0	166
4_1_cts	0	0	150
6_report	0	0	145
No activity file was given, so power comes from the tool's default toggle rates.
