--- run.sh ---
#!/bin/bash
# OpenROAD 26Q1-2900-gdf79404cd8, Yosys 0.63+post, stock flow scripts
make -C /OpenROAD-flow-scripts/flow DESIGN_CONFIG=/design/flow/config.mk WORK_HOME=/design/flow/orfs finish
--- config.mk ---
export PLATFORM = sky130hd
export DESIGN_NAME = controle
export DESIGN_NICKNAME = controle
export VERILOG_FILES = /design/flow/design.v
export SDC_FILE = /design/flow/constraint.sdc
export NUM_CORES = 4
export LEC_CHECK = 1
export CORE_AREA = 10 10 75 75
export DIE_AREA = 0 0 85 85
--- constraint.sdc ---
current_design controle

set clk_period 1.8
set clk_io_pct 0.2

create_clock -name clk0 -period $clk_period [get_ports {clk}]

set non_clock_inputs [all_inputs -no_clocks]
set_input_delay [expr $clk_period * $clk_io_pct] -clock clk0 $non_clock_inputs
set_output_delay [expr $clk_period * $clk_io_pct] -clock clk0 [all_outputs]
--- design.v ---
module controle(new_instruction, instruction, clk, ready, tx, ty, tz, tula);
	input wire new_instruction, clk;
	input wire [2:0] instruction;
	output reg ready, tula;
	output reg[1:0] tx, ty, tz;
	parameter IDLE = 3'b101, CLRLD = 3'b000, ADD = 3'b001, SUB = 3'b010, DISP = 3'b011, LOAD = 3'b100;
	parameter clear = 2'b00, load = 2'b01, hold = 2'b10;
	reg [2:0] state;
	wire [2:0] next_state;
	assign next_state = fsm_function(state, instruction);
	function [2:0] fsm_function;
		input [2:0] state, instruction; 
		case(state)
			IDLE:
			if (instruction == CLRLD) begin
				fsm_function = CLRLD;
				end else if (instruction == ADD) begin
				fsm_function = ADD;
				end else if (instruction == SUB) begin
				fsm_function = SUB;
				end else if (instruction == DISP) begin 
				fsm_function = DISP;
				end else if (instruction == LOAD) begin
				fsm_function = LOAD;
				end else begin
				fsm_function = IDLE;
			end		
			CLRLD: 
			if (instruction == CLRLD) begin
				fsm_function = CLRLD;
				end else begin 
				fsm_function = IDLE;
			end			
			ADD:
			if (instruction == ADD) begin
				fsm_function = ADD;
				end else begin 
				fsm_function = IDLE;
			end
			SUB:
			if (instruction == SUB) begin
				fsm_function = SUB;
				end else begin 
				fsm_function = IDLE;
			end
			DISP:
			if (instruction == DISP) begin
				fsm_function = DISP;
				end else begin 
				fsm_function = IDLE;
			end
			LOAD:if (instruction == LOAD) begin
				fsm_function = LOAD;
				end else begin 
				fsm_function = IDLE;
			end
		default: fsm_function = IDLE;
		endcase
	endfunction
	always @ (posedge clk)
	begin
	if (new_instruction == 1'b1) begin
		state <= next_state;
	end else begin
		state <= IDLE;
	end
	end
	always @ (posedge clk)
	begin
	case(state)
	IDLE:
	begin
		tx <= hold;
		ty <= hold;
		tz <= hold;
		ready <= 1'b1;
	end
	CLRLD:
	begin
		tx <= clear; 
		ty <= clear;
		tz <= clear;
		ready <= 1'b0;
	end
	ADD:
	begin
		tx <= hold;
		ty <= load;
		tz <= hold;
		tula <= 1'b0;
		ready <= 1'b0;
	end
	SUB:
	begin
		tx <= hold;
		ty <= load;
		tz <= hold;
		tula <= 1'b1;
		ready <= 1'b0;
	end
	DISP:
	begin
		tx <= hold;
		ty <= hold;
		tz <= load;
		ready <= 1'b0;
	end
	LOAD:
	begin 
		tx <= load;
		ty <= hold;
		tz <= hold;
		ready <= 1'b0;
	end
	endcase
	end
endmodule
==> run summary <==
Physical implementation.

- After routing the design area is 822.0 sq um.
- The estimated wirelength of the detail-placed design is 854 um.
- The final cell utilization of the core is 0.2026.
- The critical path startpoint category is a primary input.
- The total track usage is 0.03006.
- STA shows the worst reg2reg path with a cell count of 3.
- The post-synthesis instance area is 579.3 sq um.
- On the reported timing paths, the clock transition at the registers reads 0.06 ns.
- The final layout report lists a filler cell count of 416.
- Detailed-route iteration 0 reported a violation count of 75.
- As reported, the later end of the worst-skew pair has a clock insertion delay of 0.24 ns.
- The number of primary I/O pins is 13.
- The async set or reset register ratio after synthesis is 0.
- The area overhead of the layout relative to synthesis is 41.90%.
- The number of antenna diodes in the final layout is 0.
- Counting instances, the worst hold path has a depth of 0.
- The overflow left after global routing is 0.
- The number of global-route vias before repair is 416.
- The critical path maximum fanout is 3.
- The post-synth count of flops with an enable pin is 8.
- For this configuration, the core starts out at a cell density of 0.1428.
- The count of pins over their slew limit is 0.
- In this run the clock root is driven by a sky130_fd_sc_hd__clkbuf_8.
- The report counts max-capacitance violations totalling 0.
- Per Yosys stat, the portion of area used by sequential elements is 0.6220.
- In this run, synthesis produced a sequential element count of 14.
- After synthesis, the design contains 51 cells according to Yosys.
- The horizontal die dimension is 85 um.
- The time the worst path needs with I/O delays and setup is 1.485 ns.
- The final weighted congestion recorded by global placement is 0.7771.
- For the final database, setup skew stands at 0.003839 ns.
- The final timing report lists a hold violation count of 0.
- The final setup slack of the worst path is 0.3147 ns.
- The clock tree has to reach 14 sinks.
- The number of antenna violations at the first check in global routing was 0.
- The data required time of the worst path is 1.91 ns.
- After detailed routing, the average wire length per cell comes to 9.424 um.
- The area of the chip is 7225 sq um.
- The cell area after placement is 777.0 sq um.
- The tightest min-delay check is of the reg -> reg type.
- The sum of routed wire length over all layers is 1112 um.
- In the post-synthesis netlist, the biggest area contributors are sky130_fd_sc_hd__edfxtp_1 (41%), sky130_fd_sc_hd__dfxtp_1 (21%), sky130_fd_sc_hd__nand3b_1 (6.5%).
- The share of final-layout standard cells stronger than drive strength 1 is 0.1176.
- The highest attainable clock frequency is 673.2 MHz.
- Of the post-synthesis cell area, the dominant cell type holds 0.4147.
- The global-route wire length before repair is 1849 um.
- The vertical die dimension is 85 um.
- Before CTS, the worst setup slack after placement is 0.07653 ns.
- The deepest clock path buffer count is 2.
- Counting instances in the post-synthesis netlist gives the leading cell types as sky130_fd_sc_hd__edfxtp_1 (8), sky130_fd_sc_hd__dfxtp_1 (6), sky130_fd_sc_hd__nor2_1 (6).
- The library cell with the largest summed area after synthesis is sky130_fd_sc_hd__edfxtp_1.
- The worst VDD IR drop from the latest analysis is 0.3584 mV.
- The largest net degree at the start of global routing is 10.
- The arrival time of data at the critical path endpoint is 1.59 ns.
- Nets still carrying antenna violations after routing amount to 0.
- In this run, post-CTS hold repair placed 0 buffers.
- The dominant register cell in the synthesized netlist is sky130_fd_sc_hd__edfxtp_1.
- Setup repair after global routing left no endpoint under its margin.
- Buffers added to address setup during post-CTS repair amount to 0.
- The DRC violation count after routing is 0.
- Yosys instantiated no cell more often than sky130_fd_sc_hd__edfxtp_1.
- The TritonCTS clock tree is yes.
- The flow ran to the end, and the final reports show no timing, DRC or antenna violations.
- The per-instance average area after synthesis is 11.36 sq um.
- TritonCTS created 3 clock buffers.
- For this run, the number of standard cells in the final layout without fillers is 118.
- The setup violation total in the final timing report is 0.
- Counting the warning lines in the Yosys log gives 1.
- The detailed placer reported the number of placed instances as 114.
- The total number of H-tree levels is 1.
- The number of detailed-route iterations in the first pass is 4.
- The worst relative slew slack is 0.6782.
- The worst setup path is of the in -> reg kind.
- Dividing the final minimum period by the clock period gives 0.8252.
- In the routed layout, each cell is associated on average with a via count of 3.678.
- The area of the core is 4058 sq um.
- The worst setup path is captured at a flip-flop.
- The stat command in Yosys gives a chip area of 579.3 sq um.
- In this run the tools logged warnings totalling 25.
- Summed over all failing endpoints, the final setup total negative slack is 0 ns.
- In this run, distinct cell masters in the synthesized netlist total 19.
- The leakage component of the power is 0.3011 nW.
- As logged by OpenROAD, the buffers inserted on ports number 12.
- For this design the ratio of total power to cell area is 871.5 nW/um^2.
- The total via count in the routed design is 434.
- The number of gates resized after CTS was 0.
- At the pin with the least slew margin, the transition time is 0.4791 ns.
- The floorplan has 23 rows.
- The synthesized netlist cell count is 51.
## kinds of logic after synthesis
family,count (synthesis),synth area share
buf+inv,2,0.01296
fa+ha+maj,1,0.01728
flops,14,0.6220
compound gates,6,0.07127
simple gates,28,0.2765
## worst max-delay path: stages
cell                              delay [ns]
sky130_fd_sc_hd__clkdlybuf4s50_1        0.43
sky130_fd_sc_hd__or2_1                  0.24
sky130_fd_sc_hd__maj3_1                 0.36
sky130_fd_sc_hd__nor2_1                 0.10
sky130_fd_sc_hd__o221ai_1               0.11
## flip-flops by register name, summed over array words and instances, names as in the netlist
register and cells:
tx 2, tula 1, ready 1, ty 2
state 6, tz 2
## metrics by stage
step                hold WS, ns  total power, W
floorplan                0.4366       0.0004110
global placement         0.5221       0.0004694
detailed placement       0.5158       0.0004707
CTS                      0.5289       0.0007183
global route             0.5422       0.0007436
finish                   0.5302       0.0007164
## per-layer routing
| metal | GRT usage | share of wire |
|---|---|---|
| met5 | 0 | 0 |
| met4 | 0.001497 | 0.0045 |
| met3 | 0.02505 | 0.14 |
| met2 | 0.03065 | 0.30 |
| met1 | 0.04631 | 0.55 |
## power breakdown
part	total, W	internal (W)	switching, W
registers	0.000377	0.000365	0.0000124
logic	0.0000872	0.0000562	0.0000309
clock network	0.000252	0.000151	0.000102
total	0.000716	0.000571	0.000145
## final timing paths
path                                      from       end  slack [ns]
worst max-delay path            instruction[0]  state[0]        0.31
worst max register to register        state[5]  state[0]        0.45
worst min-delay path                  state[3]      tula        0.53
worst min register to register        state[3]      tula        0.53
## cell type report
| cell class | count | area (sq um) | share of cell area |
|---|---|---|---|
| tap | 50 | 62.56 | 0.07610 |
| clock buffer | 3 | 41.29 | 0.05023 |
| timing repair buffer | 15 | 142.6 | 0.1735 |
| sequential | 14 | 360.3 | 0.4384 |
| clock inverter | 1 | 3.754 | 0.004566 |
| multi-input combinational | 35 | 211.5 | 0.2572 |
## cells in the final DEF, fill, tap and decap left out
cell	Yosys	final
sky130_fd_sc_hd__edfxtp_1	8	8
sky130_fd_sc_hd__a21oi_1	1	1
sky130_fd_sc_hd__buf_4	0	3
sky130_fd_sc_hd__o221ai_1	1	1
sky130_fd_sc_hd__nor3_1	4	4
sky130_fd_sc_hd__o211a_1	1	1
sky130_fd_sc_hd__or2_1	1	1
sky130_fd_sc_hd__or4b_1	1	1
sky130_fd_sc_hd__nand3b_1	5	5
sky130_fd_sc_hd__dfxtp_1	6	6
sky130_fd_sc_hd__clkbuf_8	0	3
sky130_fd_sc_hd__or3_1	3	3
sky130_fd_sc_hd__a21o_1	1	1
sky130_fd_sc_hd__nand2_1	3	3
sky130_fd_sc_hd__clkinv_1	0	1
sky130_fd_sc_hd__nor2b_1	2	2
sky130_fd_sc_hd__nor2_1	6	6
sky130_fd_sc_hd__or2_2	2	2
sky130_fd_sc_hd__clkdlybuf4s50_1	0	12
sky130_fd_sc_hd__maj3_1	1	1
sky130_fd_sc_hd__nor4b_1	1	1
sky130_fd_sc_hd__o21ai_0	2	2
Power is estimated from default activity; no workload was simulated.
