$ cat flow/config.mk
export PLATFORM = sky130hd
export DESIGN_NAME = keyboard
export DESIGN_NICKNAME = keyboard
export VERILOG_FILES = /design/flow/design.v
export SDC_FILE = /design/flow/constraint.sdc
export NUM_CORES = 4
export LEC_CHECK = 1
export CORE_AREA = 10 10 106 106
export DIE_AREA = 0 0 116 116
$ cat flow/constraint.sdc
current_design keyboard

set clk_period 1.8
set clk_io_pct 0.2

create_clock -name clk0 -period $clk_period [get_ports {clk}]

set non_clock_inputs [all_inputs -no_clocks]
set_input_delay [expr $clk_period * $clk_io_pct] -clock clk0 $non_clock_inputs
set_output_delay [expr $clk_period * $clk_io_pct] -clock clk0 [all_outputs]
$ cat flow/design.v
module keyboard(
input wire clk,  
input wire data,  
output reg [2:0] instruction 
);
reg [7:0] data_curr;
reg [7:0] led;
reg [7:0] data_pre;
reg [3:0] b;
reg flag;
initial
begin
b<=4'h1;
flag<=1'b0;
data_curr<=8'hf0;
data_pre<=8'hf0;
led<=8'hf0;
end
parameter clr = 8'b01110000, add = 8'b01101001, sub = 8'b01110010, disp = 8'b01111010, load = 8'b01101011;
always @(negedge clk)  
begin
case(b)
1:;  
2:data_curr[0]<=data;
3:data_curr[1]<=data;
4:data_curr[2]<=data;
5:data_curr[3]<=data;
6:data_curr[4]<=data;
7:data_curr[5]<=data;
8:data_curr[6]<=data;
9:data_curr[7]<=data;
10:flag<=1'b1;  
11:flag<=1'b0;  
endcase
 if(b<=10)
 b<=b+1;
 else if(b==11)
 b<=1;
end
always@(posedge flag)  
begin
if(data_curr==8'hf0)
led<= 8'd0;
 else
 led<=data_curr;
 case(led)
	clr:
	instruction <= 3'b000;
	add:
	instruction <= 3'b001;
	sub:
	instruction <= 3'b010;
	disp:
	instruction <= 3'b011;
	load:
	instruction <= 3'b100;
	default:
	instruction <= 3'b101;
endcase
end 
endmodule
$ cat flow/run.sh
#!/bin/bash
# OpenROAD 26Q1-2900-gdf79404cd8, Yosys 0.63+post, stock flow scripts
make -C /OpenROAD-flow-scripts/flow DESIGN_CONFIG=/design/flow/config.mk WORK_HOME=/design/flow/orfs finish
==> results.cfg <==
; physical design summary
[synthesis]
synth_cells = 76
yosysTopAreaCellShare_pct = 40.89
synth.avg_cell_area_um2 = 12.56
synthArstFlopShare_pct = 0
ys_cells = 76
top_area_cell = edfxtp_1
yosysWarnings = 1
synth.area.top_cells = edfxtp_1 (41%), dfxtp_1 (23%), ha_1 (5.2%)
synth_chip_area_um2 = 954.7
synth_seq_share_pct = 63.96
numSynthFlops = 24
ys_types = 25
synthFlopType = edfxtp_1
synth-edff-count = 13
syn_area_um2 = 954.7
synth.most_common_cell = edfxtp_1
ys_top_cells_by_count = edfxtp_1 (13), dfxtp_1 (11), and2_1 (7), inv_1 (7)

[timing]
unclocked_regs = 11
setup_viol = 0
relSlewSlack_pct = 78.14
layout_setup_ws_ps = 28.02
worstMarginPinSlew_ps = 327.2
finalHoldViolations = 0
finClkSkew_ps = 10.53
untimed_endpoints = 14
rsz0062_at_grt = no
maxSlewViolCount = 0

[detailed_routing]
dr.pass1.iters = 4
postRouteAntennaNets = 0
route.detailed.drc = 0
dr.first_iter.drc_count = 28
drt-total-wl_um = 1296
detail_route.wl_per_cell_um = 6.480
vias = 555
routed_via_density = 2.775
antenna_cells = 0

[grt]
grt_pass1_wl_um = 2249
grt_max_degree = 12
grt_overflow = 0
antenna_found_initial = 0
grtUsageTotal_pct = 2.002
grt_pass1_vias = 570

[worst_setup_path]
cp_max_fo = 8
critPathMaxStageDelay_ps = 510
required_ps = 900
critPathLaunch = data
worstPathArrival_ps = 870
worstReg2RegStart = b[0]
critPathCapture = data_curr[7]
critPathKind = in -> reg
reg2reg_depth = 5
setup.worst_path.end_class = flop
cp.depth = 1
r2r-end = b[2]
critPathBufInv = 1
critical_path.slowest_cell = clkdlybuf4s50_1
crit_family = buffers and inverters
cp_cell_sequence = clkdlybuf4s50_1
ff2ff_setup_slack_ps = 260
critPathLaunchType = input port

[placement]
post-dp-hpwl_um = 981.7
gp_congestion = 0.7006
io_buffers = 4
place_inst = 184
post-place-ws_ps = -287.8

[cells_and_area]
drive_gt1_share_pct = 6.522
fillerInstances = 975
layout.cells.non_filler = 200
area_growth_pct = 25.56

[clocking]
hold_buffers = 0
cts_tree = yes
cts_max_path_buffers = 2
clk_latency_ps = 310
cts_root_buffer = clkbuf_8
cts_setup_buffers = 0
cts_resized = 0
path_clk_slew_ps = 40
numCtsBuffers = 3
htree_num_levels = 1

[floorplan]
placement_rows = 34
die_h_um = 116
die-area_mm2 = 0.01346
fp-utilization_pct = 10.79
io_pins = 5
core-area_mm2 = 0.008848
dieWidth_um = 116

[hold_path]
hold_path_class = reg -> reg

[run]
tool_warnings = 41
cap_viol_max_count = 0

[power_and_ir_drop]
intPower_w = 0.0005247
clkPwrFrac_pct = 51.0
ir_drop_uv = 186.0
p_comb_share_pct = 0.6
switching_power_w = 0.0001650
report.power.total_w = 0.0006897
pwr_density_cell_mw_per_mm2 = 575.4
total_leakage_power_nw = 0.4787
p_sw_share_pct = 23.92
power_frac_seq_pct = 48.4

[run_status]
status = complete, no violations
## layer usage
layer  track usage, %  routed length [µm]
met1            2.178                 605
met4            1.251                  40
met5                0                   0
met3            1.151                  84
met2            2.958                 566
## cell usage in the layout (no fill, tap or decap)
cell type	Yosys	layout
nand2_1	4	4
o21ai_0	4	4
clkbuf_8	0	3
and4b_1	1	1
clkdlybuf4s50_1	0	4
ha_1	4	4
nor4bb_1	1	1
nand4b_1	1	1
nand3_1	1	1
nor4_2	1	1
a21boi_0	2	2
nor2b_1	2	2
edfxtp_1	13	13
and4bb_2	1	1
a41oi_1	2	2
a21oi_1	2	2
inv_1	7	20
dfxtp_1	11	11
nand2b_1	1	1
and3_1	1	1
mux2_2	1	1
nor3b_1	2	2
and2b_1	1	1
and2_1	7	7
nor2_1	2	2
## through the flow
stage	hold slack (ps)	setup TNS [ps]	utilization, %	instance area (µm²)
after global placement	630.8	-2097	12.53	1109
after global routing	683.8	0	13.55	1199
final	660.6	0	13.55	1199
after CTS	660.7	0	13.55	1199
after floorplan	596.0	0	-	954.7
after detailed placement	647.8	-2301	12.53	1109
## cell families after synthesis
kind of cell	share of synthesized area, %
adder cells (fa/ha/maj)	5.243
AND-OR/OR-AND	6.553
multiplexers	1.179
AND/OR/NAND/NOR	18.09
flip-flops	63.96
buffers and inverters	4.981
## cell type report
class,count,area (µm²),area share (%)
Timing Repair Buffer,4,40.04,3.340
Clock inverter,14,52.55,4.384
Multi-Input combinational cell,41,296.5,24.74
Inverter,6,22.52,1.879
Tap cell,108,135.1,11.27
Clock buffer,3,41.29,3.445
Sequential cell,24,610.6,50.94
## power groups by stage
stage     Sequential [W]  Combinational [W]  Clock, W
6_report        0.000334         0.00000389  0.000352
4_1_cts         0.000334         0.00000397  0.000368
5_1_grt         0.000333         0.00000426  0.000402
## worst min-delay path by stage
stage         from   end  slack [ps]  depth (start not counted)
global route  b[0]  b[0]         680                          1
CTS           b[0]  b[0]         660                          1
finish        b[0]  b[0]         660                          1
## registers in the layout, indices dropped and copies added (netlist names)
| name | count |
|---|---|
| data_curr | 8 |
| flag | 1 |
| instruction | 3 |
| b | 4 |
| led | 8 |
Power and IR drop assume default switching activity.
